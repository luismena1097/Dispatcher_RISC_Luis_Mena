--- ./config.mk ---
export PLATFORM = sky130hd
export DESIGN_NAME = tag_fifo
export DESIGN_NICKNAME = tag_fifo
export VERILOG_FILES = /design/flow/design.v
export SDC_FILE = /design/flow/constraint.sdc
export NUM_CORES = 4
export LEC_CHECK = 1
export CORE_UTILIZATION = 50
export SYNTH_HDL_FRONTEND = slang
--- ./design.v ---
module tag_fifo #(parameter DEPTH=64, DATA_WIDTH=6)(
    input logic 								clk,
    input logic 								rst,
    input logic [DATA_WIDTH-1:0] 		cdb_tag_tf,
    input logic 								cdb_tag_tf_valid,
    input logic 								ren_tf,
    output logic [DATA_WIDTH-1:0] 		tagout_tf,
    output logic 								ff_tf,				 
    output logic 								ef_tf					 
);
logic [DATA_WIDTH-1:0] fifo[DEPTH];
logic [6:0] rp;
logic [6:0] wp;
always_ff @(posedge clk or posedge rst) begin
    if (rst) begin
        rp <= 7'b0000000;
        wp <= 7'b1000000;
        for (int i = 0; i < DEPTH; i++) begin
            fifo[i] <= i;
        end
    end
    else begin
        if (!ff_tf & cdb_tag_tf_valid) begin
            fifo[wp[5:0]] <= cdb_tag_tf;
            wp <= wp + 1'b1;
        end
        if (ren_tf) begin
            rp <= rp + 1'b1;
				fifo[rp[5:0]] <= 'b0;
        end
    end
end
assign ef_tf = (wp == rp);
assign ff_tf = ((wp[5:0] == rp[5:0]) & (wp[6] != rp[6]));
assign tagout_tf = rst ? 'b0 : fifo[rp[5:0]];
endmodule
--- ./constraint.sdc ---
current_design tag_fifo

set clk_period 7.9
set clk_io_pct 0.2

create_clock -name clk0 -period $clk_period [get_ports {clk}]

set non_clock_inputs [all_inputs -no_clocks]
set_input_delay [expr $clk_period * $clk_io_pct] -clock clk0 $non_clock_inputs
set_output_delay [expr $clk_period * $clk_io_pct] -clock clk0 [all_outputs]
--- ./run.sh ---
#!/bin/bash
# OpenROAD 26Q1-2900-gdf79404cd8, Yosys 0.63+post, stock flow scripts
make -C /OpenROAD-flow-scripts/flow DESIGN_CONFIG=/design/flow/config.mk WORK_HOME=/design/flow/orfs finish
==> metrics.yaml <==
run_status:
  outcome: "completed"
timing:
  worst_pin_slew_ns: 0.898
  finalSetupViolations: 0
  holdWs_ns: 0.490
  tns_ns: 0
  period_used_pct: 73.5
  max_slew_margin_pct: 40.1
  final_max_slew_viol_count: 0
  hold_viol_final: 0
  layout_setup_ws_ns: 2.09
  period_minus_slack_ns: 5.81
  max_freq_mhz: 172
  rsz0062_at_grt: "no"
  fin_skew_ns: 0.0206
flow_run:
  warnings: 26
  maxCapViolations: 0
floorplanning:
  fp_util_pct: 50.8
  die_h_um: 208
  chipArea_um2: 43400
  core_area_um2: 41900
  die_x_um: 208
  std_cell_rows: 75
  boundaryPins: 18
synthesis:
  ys_async_sr_fraction_pct: 100
  synth_area_per_cell_um2: 9.50
  synth_warnings: 0
  ys.flops: 398
  yosys_cells: 2242
  ys_seq_share_pct: 47.9
  synth_cell_types: 60
  synthFlopType: "dfrtp_1"
  synth-edff-count: 0
  synth_cells: 2242
  ys_area_um2: 21300
  synthesis.area_um2: 21300
place:
  placed_area_um2: 21700
  dp_hpwl_um: 43000
  place_congestion: 0.992
  placed_cells: 2606
  port_buffers: 17
  post-place-ws_ns: 2.57
grt:
  antenna_found_initial: 3
  grt_start_max_net_pins: 92
  gr-total-overflow: 0
  grt_pass1_vias: 18900
  grt_pass1_wl_um: 116000
  track_usage_pct: 37.2
worst_setup_path:
  path_cells: "buf_12, mux4_2, a221oi_1, a31oi_1, o21a_1, clkdlybuf4s50_1"
  cp-start-kind: "flop"
  r2r-end: "fifo[323]"
  slowest_stage: "a221oi_1"
  crit_arrival_ns: 4.23
  worst_path_largest_cell_delay_ns: 0.73
  r2r_cells: 7
  crit_cells: 6
  rrSetupSlack_ns: 4.34
  cp_top_family: "AND-OR/OR-AND gates"
  startpoint: "rp[0]"
  cp-endpoint: "tagout_tf[5]"
  crit_fanout: 91
  reg2reg_from: "rp[2]"
  path_class: "reg2out"
  critPathBufInv: 2
  required_ns: 6.32
  end_kind: "primary output"
route:
  first_pass_iters: 7
  drc: 0
  drt-total-wl_um: 74500
  wire_per_inst_um: 27.7
  initialDrtViolationCount: 1761
  diodes: 0
  via_per_inst: 6.94
  ant_nets: 0
  num_vias: 18700
clocking:
  cts_num_sinks: 398
  post_cts_buffers: 0
  cts_resized: 0
  clk_latency_ns: 0.59
  clk_path_buf_depth: 3
  clk_pin_slew_ns: 0.06
  cts_root_buf: "clkbuf_16"
  cts_buffers: 45
  cts_tree: "yes"
  cts_hold_buf: 0
  htree_levels: 2
pwr:
  ir_drop_uv: 226
  power_density_nw_per_um2: 382
  leakagePower_nw: 8.53
min_path:
  hp-class: "reg2reg"
final_layout:
  drive_above_1_share_pct: 21.2
  flop_area_um2: 10200
  final_cell_count_no_fill: 2690
  combGateArea_um2: 10100
  areaGrowthSynthToFinish_pct: 9.15
  final_cell_area_um2: 23300
  fill_cells: 3563
-- metrics by stage --
| stage | power, W | utilization, % |
|---|---|---|
| 2_1_floorplan | 0.00546 | - |
| 3_3_place_gp | 0.00655 | 51.7 |
| 3_5_place_dp | 0.00660 | 51.7 |
| 4_1_cts | 0.00885 | 55.4 |
| 5_1_grt | 0.00929 | 55.4 |
| 6_report | 0.00888 | 55.4 |
-- flip-flops by register name, indices dropped and copies added (netlist names) --
name  count
rp        7
wp        7
fifo    384
-- layer usage --
| layer | vias to the layer above | track usage (%) | routed length [um] |
|---|---|---|---|
| li1 | 7988 | - | - |
| met3 | 202 | 15.2 | 9010 |
| met2 | 1088 | 52.7 | 33800 |
| met5 | - | 0.779 | 59 |
| met4 | 6 | 11.7 | 2760 |
| met1 | 9379 | 55.0 | 28900 |
-- power breakdown --
group	internal (W)	switching, W	leakage, nW
sequential	0.00282	0.000394	4.76
combinational	0.00115	0.00230	2.98
clock	0.00135	0.000874	0.789
total	0.00532	0.00356	8.53
-- cell usage in the layout, fill, tap and decap left out, types with 5 or more instances in the layout --
master,synthesis,layout
nand4_1,5,5
clkbuf_8,0,14
dfstp_2,193,193
a221oi_1,8,8
buf_2,43,6
mux2i_1,80,80
dfrtp_1,205,203
o21ai_1,26,26
nand3b_1,5,5
nor2_1,93,92
o22ai_1,18,18
mux2_2,17,17
a22oi_1,8,8
o21ai_0,344,344
clkbuf_1,161,8
and3_1,10,10
a311oi_4,4,11
and3b_1,5,5
a21oi_1,356,356
xnor2_1,16,16
a21boi_1,20,20
nand2_1,40,40
mux4_2,61,61
clkbuf_16,0,47
nor3_1,14,13
clkdlybuf4s50_1,0,11
buf_4,21,66
nand3_1,376,376
clkinv_2,0,10
-- synthesized netlist by cell type (all sizes together), types with 6 or more instances --
library cell	instances	area (um^2)
a21boi	24	180
a21oi	356	1780
a221oi	8	70.1
a22oi	8	60.1
a311oi	12	206
and3	10	62.6
buf	98	553
clkbuf	161	604
dfrtp	205	5130
dfstp	193	5070
mux2	17	191
mux2i	80	801
mux4	61	1370
nand2	40	150
nand3	376	1880
nand4	6	43.8
nor2	93	349
nor3	14	70.1
o21ai	370	1850
o22ai	18	113
xnor2	16	140
-- how the worst min path moves through the flow --
stage,from,endpoint,slack [ns],cells past startpoint
CTS,fifo[175],fifo[175],0.49,2
global route,fifo[264],fifo[264],0.50,2
finish,fifo[213],fifo[213],0.49,2
-- layout make-up --
cell class / instances / area share (%)
Sequential cell: 398 / 43.9
Multi-Input combinational cell: 1581 / 43.5
Clock buffer: 69 / 6.01
Tap cell: 539 / 2.90
Timing Repair Buffer: 84 / 2.82
Clock inverter: 15 / 0.769
Inverter: 4 / 0.0807
-- cell families (layout without fill, tap and decap cells) --
kind of cell / count (synthesis) / count (layout) / synth area share [%]
AOI/OAI and AO/OA: 828 / 828 / 21.3
xor gates and xnor gates: 19 / 19 / 0.816
adders and majority gates: 2 / 2 / 0.117
buffers and inverters: 263 / 172 / 5.50
DFF: 398 / 398 / 47.9
muxes: 158 / 158 / 11.1
and+or+nand+nor: 574 / 574 / 13.3
-- tightest hold or removal path: stages (launching register included) --
cell and delay (ns):
dfstp_2 0.36, o21ai_0 0.06, a21oi_1 0.06
No activity file was given, so power comes from the tool's default toggle rates.
