==> ./design.v <==
typedef enum bit[6:0]{ 
    R_TYPE = 7'b0110011, 
    I_TYPE = 7'b0010011, 
    S_TYPE = 7'b0100011,
    B_TYPE = 7'b1100011, 
    J_TYPE = 7'b1101111, 
    U_TYPE = 7'b0010111, 
    JALR   = 7'b1100111,
    LW     = 7'b0000011,
    LUI    = 7'b0110111
} Opcode_enum;
typedef struct packed {
   logic [31:0] rs1_data;  
   logic [31:0] rs2_data;  
   logic rs1_data_valid;   
   logic rs2_data_valid;  
   logic [5:0] rs1_tag;    
   logic [5:0] rs2_tag;   
   logic [5:0] rd_tag;     
} queue_data;
 typedef struct packed {
    queue_data common_data;
    logic [6:0] opcode;
    logic [2:0] func3;
    logic [6:0] func7;
 } int_queue_data;
 typedef struct packed {
    queue_data common_data;
    logic [31:0] imm;
    logic load_or_store_signal;
    logic [2:0] func3;
 } lw_sw_queue_data;
module pkg_dispatch(
    input logic [4:0]               	rs1_decoded, rs2_decoded,
	input logic [31:0]					rs1_data, rs2_data,
	input logic 						rs1_sel_cdb_or_regfile, rs2_sel_cdb_or_regfile,
	input logic [6:0]					Opcode,
	input logic [2:0]					Func3,
	input logic [6:0]					Func7,
	input logic [31:0]					Imm,
	input logic [6:0]					rs1_valid_plus_tag, rs2_valid_plus_tag,
	input logic [5:0]					rd_tag,
	input logic [31:0]					branch_jump_address,
	output int_queue_data 				dispatcher_2_int_queue,
	output lw_sw_queue_data 			dispatcher_2_lw_sw_queue,
	output queue_data					dispatcher_2_mult_or_div,
	output logic						en_div_dispatch,
	output logic 						en_mult_dispatch,
	output logic 						en_store_load_dispatch,
	output logic 					    en_int_dispatch
);
queue_data rsv_data_all;
always_comb begin
	rsv_data_all.rs1_data = rs1_data;
    rsv_data_all.rs2_data = rs2_data;
    rsv_data_all.rs1_tag = rs1_valid_plus_tag[5:0];
    rsv_data_all.rs2_tag = rs2_valid_plus_tag[5:0];
    rsv_data_all.rd_tag = rd_tag;
	if(rs1_decoded == 'b0)
		rsv_data_all.rs1_data_valid = 1'b1;
	else if (rs1_sel_cdb_or_regfile)
		rsv_data_all.rs1_data_valid = 1'b1;
	else
		rsv_data_all.rs1_data_valid = ~rs1_valid_plus_tag[6];
	if(rs2_decoded == 'b0)
		rsv_data_all.rs2_data_valid = 1'b1;
	else if (rs1_sel_cdb_or_regfile)
		rsv_data_all.rs2_data_valid = 1'b1;
	else
		rsv_data_all.rs2_data_valid = ~rs2_valid_plus_tag[6];
	case(Opcode)
		R_TYPE: begin
			if(Func3 == 'h4 && Func7 == 'h1)begin 
				en_div_dispatch 		= 1'b1;
				en_mult_dispatch 		= 1'b0;	 
				en_store_load_dispatch	= 1'b0;
				en_int_dispatch			= 1'b0;	
			end
			else if(Func3 == 'h0 && Func7 == 'h1)begin 
				en_div_dispatch 		= 1'b0;
				en_mult_dispatch 		= 1'b1;	 
				en_store_load_dispatch	= 1'b0;
				en_int_dispatch			= 1'b0;	
			end
			else begin 
				en_div_dispatch 		= 1'b0;
				en_mult_dispatch 		= 1'b0;	 
				en_store_load_dispatch	= 1'b0;
				en_int_dispatch			= 1'b1;	
			end			
		end
		I_TYPE, LUI: begin
			en_div_dispatch 		= 1'b0;
			en_mult_dispatch 		= 1'b0;	 
			en_store_load_dispatch	= 1'b0;
			en_int_dispatch			= 1'b1;	
			rsv_data_all.rs2_data_valid = 1'b1;
			rsv_data_all.rs2_data = Imm;
		end
		LW: begin
			en_div_dispatch 		= 1'b0;
			en_mult_dispatch 		= 1'b0;	 
			en_store_load_dispatch	= 1'b1;
			en_int_dispatch			= 1'b0;	
			rsv_data_all.rs2_data_valid = 1'b1;
		end
		S_TYPE: begin
			en_div_dispatch 		= 1'b0;
			en_mult_dispatch 		= 1'b0;	 
			en_store_load_dispatch	= 1'b1;
			en_int_dispatch			= 1'b0;	
		end
		J_TYPE: begin
			en_div_dispatch 		= 1'b0;
			en_mult_dispatch 		= 1'b0;	 
			en_store_load_dispatch	= 1'b0;
			en_int_dispatch			= 1'b0;	
		end
		JALR, B_TYPE, U_TYPE: begin    
			en_div_dispatch 		= 1'b0;
			en_mult_dispatch 		= 1'b0;	 
			en_store_load_dispatch	= 1'b0;
			en_int_dispatch			= 1'b1;	
		end
		default: begin   
			en_div_dispatch 		= 1'b0;
			en_mult_dispatch 		= 1'b0;	 
			en_store_load_dispatch	= 1'b0;
			en_int_dispatch			= 1'b0;	
		end
	endcase
end
assign dispatcher_2_int_queue.common_data 	= rsv_data_all;
assign dispatcher_2_int_queue.opcode 		= Opcode;
assign dispatcher_2_int_queue.func3 		= Func3;
assign dispatcher_2_int_queue.func7		= Func7;
assign dispatcher_2_lw_sw_queue.common_data = rsv_data_all;
assign dispatcher_2_lw_sw_queue.func3		 = Func3;
assign dispatcher_2_lw_sw_queue.imm		 = Imm;
assign dispatcher_2_lw_sw_queue.load_or_store_signal = (Opcode == LW) ? 1'b0 : 1'b1;
assign dispatcher_2_mult_or_div = rsv_data_all;
endmodule
==> ./run.sh <==
#!/bin/bash
# OpenROAD 26Q1-2900-gdf79404cd8, Yosys 0.63+post, stock flow scripts
make -C /OpenROAD-flow-scripts/flow DESIGN_CONFIG=/design/flow/config.mk WORK_HOME=/design/flow/orfs finish
==> ./config.mk <==
export PLATFORM = sky130hd
export DESIGN_NAME = pkg_dispatch
export DESIGN_NICKNAME = pkg_dispatch
export VERILOG_FILES = /design/flow/design.v
export SDC_FILE = /design/flow/constraint.sdc
export NUM_CORES = 4
export LEC_CHECK = 1
export CORE_AREA = 10 10 193 193
export DIE_AREA = 0 0 203 203
export SYNTH_HDL_FRONTEND = slang
==> ./constraint.sdc <==
current_design pkg_dispatch

set clk_period 4.9
set clk_io_pct 0.2

create_clock -name clk0 -period $clk_period

set non_clock_inputs [all_inputs -no_clocks]
set_input_delay [expr $clk_period * $clk_io_pct] -clock clk0 $non_clock_inputs
set_output_delay [expr $clk_period * $clk_io_pct] -clock clk0 [all_outputs]
==> run_results.csv <==
group,metric,value,unit
synthesis,top_cells_by_area,"buf_4, mux2_4, buf_6, mux2_2, or4_1",
pwr,power,260,uW
cts,cts_setup_buffers,0,
cells_and_area,fillers,3765,
synthesis,ys_types,21,
pwr,peakVddDrop,0.0226,mV
floorplan,die_h,203,um
synthesis,yosys_area,2710,sq um
detailed_routing,ant_nets,0,
synthesis,synth_top_area_share,74.8,%
cells_and_area,clkbuf_count,0,
critical_path,path_class,"input port to output pin",
sta,setup_viol,0,
grt,grt_max_degree,21,
sta,rsz0062_at_grt,"no",
placement,dp.final_hpwl,11000,um
synthesis,synth.most_common_cell,"buf_4",
sta,fin_crit,4.31,ns
grt,grt.overflow.total,0,
pwr,power_density,68.8,nW/um^2
placement,dpl_worst_slack,0.532,ns
status,status,"finished, final reports clean",
cells_and_area,area_delta_synth_final,39.4,%
critical_path,worst-path-max-fanout,20,
critical_path,crit_arrival,3.33,ns
detailed_routing,vias_per_cell,2.30,
grt,antenna_found_initial,0,
detailed_routing,routedWlPerCell,15.5,um
sta,hold_violations,0,
cts,cts-hold-fix-buffers,0,
detailed_routing,n_antenna_cell,0,
critical_path,cp.required,3.92,ns
pwr,power.leakage,1.36,nW
cells_and_area,fin_area,3780,sq um
detailed_routing,drc,0,
floorplan,core_util_floorplan,8.26,%
job,drv_cap,0,
synthesis,synth_warnings,0,
sta,period_used_share,88.0,%
floorplan,coreArea,32800,sq um
synthesis,ys_cells,331,
cells_and_area,drive_above_1_share,12.4,%
detailed_routing,num_vias,1738,
detailed_routing,drt-total-wl,11800,um
sta,tightest_slew,0.465,ns
critical_path,critPathLaunchType,"input port",
placement,port_buffers,253,
synthesis,ys_seq_share,0,%
detailed_routing,dr.pass1.iters,6,
detailed_routing,drtIter0Drc,48,
floorplan,die_area,41200,sq um
job,warnings,65,
sta,slew_viol_final,0,
sta,max_freq,232,MHz
placement,place_area,3780,sq um
placement,place_congestion,0.819,
floorplan,rows,66,
cells_and_area,flops,0,
grt,grt_pass1_vias,1941,
sta,setup_ws,0.588,ns
critical_path,cp-end-kind,"output pin",
hold_path,hp-class,"input port to output pin",
cells_and_area,regArea,0,sq um
grt,grt_pass1_wl,15500,um
synthesis,yosys.area.top_type,"buf_4",
synthesis,synthesis.area,2710,sq um
synthesis,synthTopCellsByCount,"buf_4, mux2_4, nor3_1",
cells_and_area,utilization,11.5,%
sta,relSlewSlack,68.6,%
sta,tns,0,ns
synthesis,syn_area_per_cell,8.18,sq um
cts,cts_resized,0,
grt,grt_usage,5.10,%
floorplan,io_pins,486,
synthesis,postSynthCellCount,331,
floorplan,die_w,203,um
-- through the flow --
stage | hold slack [ns] | cells
floorplan | 1.98 | 331
global placement | 1.96 | 757
detailed placement | 1.96 | 757
CTS | 1.96 | 757
global route | 1.96 | 757
finish | 1.96 | 757
-- cells by family after synthesis --
group | count (synthesis) | synth area share (%)
compound gates | 4 | 1.11
xor+xnor | 1 | 0.323
buf+inv | 275 | 76.4
mux | 32 | 17.5
simple gates | 19 | 4.76
-- power by group --
group / total (mW) / internal, mW / leakage [nW] / switching, mW
clock network: 0 / 0 / 0 / 0
registers: 0 / 0 / 0 / 0
logic: 0.260 / 0.202 / 1.36 / 0.0584
-- final timing paths --
kind                   from                           end  slack [ns]  depth (start not counted)
hold / removal    rd_tag[0]    dispatcher_2_int_queue[17]        1.96                          0
setup / recovery  Opcode[0]  dispatcher_2_lw_sw_queue[61]        0.59                          6
-- layer usage --
layer | vias to the layer above | wire length, um | GRT usage [%]
li1 | 758 | - | -
met4 | 2 | 202 | 0.986
met5 | - | 48 | 0.860
met2 | 246 | 5230 | 8.25
met3 | 29 | 2000 | 3.24
met1 | 703 | 4280 | 5.50
-- layout make-up --
class              instances  area (sq um)  share of cell area [%]
repair buffers           257          2570                    68.2
multi-input cells         56           641                    17.0
well taps                442           553                    14.6
inverters                  2          7.51                   0.199
-- cells in the final DEF, fill, tap and decap left out, types with 2 or more instances in the layout --
cell / count
buf_4: 3
nand2_1: 3
nor4b_1: 2
nor3_1: 4
mux2_4: 30
mux2_2: 2
or4_1: 3
inv_1: 2
clkdlybuf4s50_1: 253
-- worst max-delay path: stages --
cell and delay, ns:
clkdlybuf4s50_1 0.56, and4bb_2 0.35, nand3_4 0.30, buf_12 0.30
mux2_2 0.32, clkdlybuf4s50_1 0.49
Power and IR drop assume default switching activity.
