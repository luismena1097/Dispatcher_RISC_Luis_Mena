## design/flow/design.v

```verilog
module register_file #(
    parameter int ADDR  = 5,
    parameter int WIDTH = 32
)(
    input  logic                clk,
    input  logic                rst,
    input  logic                reg_write,
    input  logic [ADDR-1:0]     Read_reg1,
    input  logic [ADDR-1:0]     Read_reg2,
    input  logic [ADDR-1:0]     Write_reg,
    input  logic [WIDTH-1:0]    Write_Data,
    output logic [WIDTH-1:0]    Read_data1,
    output logic [WIDTH-1:0]    Read_data2
);
    logic [WIDTH-1:0] registers_out [0:(2**ADDR)-1];
    always_ff @(posedge clk or posedge rst) begin
        if (rst) begin
            integer i;
            for (i = 0; i < (2**ADDR); i++) begin
                registers_out[i] <= '0;
            end
            registers_out[2] <= 32'h7fffeffc;  
        end
        else if (reg_write && (Write_reg != 5'h0)) begin
            registers_out[Write_reg] <= Write_Data;
        end
    end
    assign Read_data1 = registers_out[Read_reg1];
    assign Read_data2 = registers_out[Read_reg2];
endmodule
```

## design/flow/run.sh

```bash
#!/bin/bash
# OpenROAD 26Q1-2900-gdf79404cd8, Yosys 0.63+post, stock flow scripts
make -C /OpenROAD-flow-scripts/flow DESIGN_CONFIG=/design/flow/config.mk WORK_HOME=/design/flow/orfs finish
```

## design/flow/config.mk

```make
export PLATFORM = sky130hd
export DESIGN_NAME = register_file
export DESIGN_NICKNAME = register_file
export VERILOG_FILES = /design/flow/design.v
export SDC_FILE = /design/flow/constraint.sdc
export NUM_CORES = 4
export LEC_CHECK = 1
export CORE_UTILIZATION = 40
export SYNTH_HDL_FRONTEND = slang
```

## design/flow/constraint.sdc

```tcl
current_design register_file

set clk_period 9.8
set clk_io_pct 0.2

create_clock -name clk0 -period $clk_period [get_ports {clk}]

set non_clock_inputs [all_inputs -no_clocks]
set_input_delay [expr $clk_period * $clk_io_pct] -clock clk0 $non_clock_inputs
set_output_delay [expr $clk_period * $clk_io_pct] -clock clk0 [all_outputs]
```

==> results.json <==
{
  "dpl_cell_area_mm2": 0.0582,
  "final.min_clock_period_ns": 7.19,
  "p_sw_share_pct": 28.2,
  "grt_max_degree": 121,
  "largest_registers": "registers_out (1024)",
  "postSynthSeqShare_pct": 45.8,
  "core_mm2": 0.138,
  "startpoint_type": "input port",
  "final_antenna_net_count": 0,
  "setup_violations": 0,
  "hp-class": "reg -> reg",
  "grt_pass1_wl_um": 262000,
  "firstDrtPassIters": 6,
  "drive_gt1_share_pct": 29.4,
  "fin_area_mm2": 0.0620,
  "syn_inst": 4602,
  "chipWidth_um": 376,
  "grt_overflow": 0,
  "p_sw_w": 0.00346,
  "cts_made_buffers": 112,
  "p_leak_nw": 28.8,
  "cts_tree": "yes",
  "fin_crit_sh_pct": 73.4,
  "cts_max_path_buffers": 3,
  "slew_headroom_pct": 38.3,
  "routed_wl_um": 176000,
  "io_buffer_count": 113,
  "regMostFlops": "registers_out",
  "root_buffer": "clkbuf_16",
  "grt_util_all_layers_pct": 25.9,
  "io_pins": 114,
  "die_h_um": 376,
  "power.density_mw_per_mm2": 198,
  "cts_hold_buf": 0,
  "vdd_drop_max_uv": 145,
  "fp-row-count": 136,
  "hold_viol": 0,
  "grt_setup_unrepaired": "false",
  "pwr-share-comb_pct": 19.2,
  "drc": 0,
  "chipArea_mm2": 0.141,
  "syn-cell-area_mm2": 0.0560,
  "largest_register_ffs": 1024,
  "cap_violations": 0,
  "synth.distinct_cells": 30,
  "postCtsSetupBuffers": 0,
  "seqPwrFrac_pct": 45.8,
  "gp_congestion": 0.832,
  "crit_path_end_kind": "output pin",
  "dpl.hpwl_um": 98100,
  "htree_levels": 3,
  "required_ns": 7.84,
  "ys_ff": 1024,
  "dr.first_iter.drc_count": 2939,
  "internal_power_w": 0.00880,
  "crit_type": "in -> out",
  "finalSetupTns_ns": 0,
  "arrival_ns": 5.23,
  "clkSinkCount": 1024,
  "slew_viol_final": 0,
  "fp_util_pct": 40.5,
  "status": "finished clean",
  "cts_resized": 0,
  "ys_area_mm2": 0.0560,
  "critPathMaxFanout": 84,
  "ys_cells": 4602,
  "p_clk_share_pct": 35.1,
  "ys_warn_count": 0,
  "syn2layout_area_growth_pct": 10.7,
  "vias": 38163,
  "avgSynthCellArea_um2": 12.2,
  "postLayoutCoreUtil_pct": 44.8,
  "clock_latency_ns": 0.73,
  "clock_skew_ns": 0,
  "wl_per_cell_um": 27.2,
  "viasPerCell": 5.91,
  "antenna_found_initial": 6,
  "fmax_ghz": 0.139,
  "stdcell_count": 6454,
  "grt_pass1_vias": 38734,
  "warnings": 30,
  "max_slew.worst_pin.slew_ns": 0.923,
  "clkTransAtPathRegs_ns": 0.06,
  "place_inst": 6241
}
per-stage QoR:
step                      total power [W]  hold WS [ns]  setup WS, ns
after floorplan                   0.00733         0.449         -6.25
after global placement            0.00796         0.384          2.64
after detailed placement          0.00802         0.388          2.65
after CTS                          0.0123         0.400          2.63
after global routing               0.0128         0.412          2.52
final                              0.0123         0.397          2.61
per-layer routing:
| metal | share of wire, % | vias up | GRT usage (%) |
|---|---|---|---|
| li1 | - | 16786 | - |
| met4 | 4.2 | 10 | 8.84 |
| met3 | 7.8 | 386 | 7.31 |
| met1 | 43 | 19703 | 37.6 |
| met5 | 0.032 | - | 0 |
| met2 | 45 | 1278 | 38.2 |
cell usage after synthesis, drive strengths merged:
library cell | instances | area (um^2)
buf | 244 | 1650
a22o | 128 | 1120
clkbuf | 229 | 860
mux2i | 1024 | 10200
a31oi | 64 | 400
nand3 | 194 | 971
and2 | 2 | 12.5
nor3 | 65 | 325
mux2 | 992 | 11200
or2 | 3 | 18.8
dfrtp | 996 | 24900
a21oi | 192 | 961
nand2b | 4 | 25.0
and3b | 1 | 8.76
dfstp | 28 | 736
nand3b | 4 | 30.0
nand2 | 210 | 788
nor3b | 4 | 45.1
nor2b | 4 | 25.0
inv | 1 | 3.75
a22oi | 192 | 1440
and3 | 1 | 6.26
nor2 | 19 | 191
or3b | 1 | 11.3
layout by cell type (no fill, tap or decap), drive strengths merged, types with 3 or more instances in the layout:
cell / Yosys / layout
mux2i: 1024 / 1024
dfrtp: 996 / 996
mux2: 992 / 992
nand2: 210 / 210
nand3: 194 / 194
a22oi: 192 / 192
a21oi: 192 / 192
clkbuf: 229 / 180
buf: 244 / 138
a22o: 128 / 128
clkdlybuf4s50: 0 / 111
nor3: 65 / 65
a31oi: 64 / 64
dfstp: 28 / 28
clkinv: 0 / 21
nor2: 19 / 19
bufinv: 0 / 6
nand3b: 4 / 4
nor2b: 4 / 4
nand2b: 4 / 4
nor3b: 4 / 4
or2: 3 / 3
clkinvlp: 0 / 3
cell families (layout without fill, tap and decap cells):
kind of cell,Yosys count,count (layout),share of synthesized area (%)
simple gates,512,512,4.39
buf+inv,474,461,4.49
compound gates,576,576,7.01
other cells,0,2,0
flops,1024,1024,45.8
mux,2016,2016,38.3
final timing paths:
path | start | slack, ns | end | depth (start not counted)
max | Read_reg1[2] | 2.61 | Read_data1[15] | 9
min | registers_out[1015] | 0.40 | registers_out[1015] | 0
max reg2reg | registers_out[9] | 9.00 | registers_out[9] | 1
min reg2reg | registers_out[1015] | 0.40 | registers_out[1015] | 0
max in group asynchronous | rst | 5.73 | registers_out[284] | 5
min in group asynchronous | rst | 1.64 | registers_out[481] | 2
worst max-delay path, cell delays in order:
cell and delay [ns]:
clkdlybuf4s50_1 0.67, nor2b_4 0.22, buf_4 0.41, buf_12 0.53
a22o_1 0.23, nor3_1 0.05, a31oi_1 0.40, nand3_1 0.23
clkdlybuf4s50_1 0.47
power groups by stage:
stage / Clock [W] / Sequential (W) / Combinational, W
after CTS: 0.00438 / 0.00560 / 0.00236
final: 0.00430 / 0.00561 / 0.00235
after global routing: 0.00454 / 0.00573 / 0.00256
cell type report:
class | instances | area (um^2)
fillers | 12514 | 76200
multi-input cells | 3104 | 27900
flip-flops and latches | 1024 | 25700
clock buffers | 180 | 3390
repair buffers | 249 | 2340
well taps | 1863 | 2330
clock inverters | 31 | 329
inverters | 1 | 7.51
diodes | 2 | 5.00
Power figures rest on the tool's default switching activity, not on a simulated workload.
